==> flow/design.v <==
module full_adder_structural(
    input a,
    input b,
    input carry_in,
    output sum,
    output carry_out
);
    wire sum1;
    wire carry1;
    wire carry2;
    half_adder_structural HA1(
        .a(a),
        .b(b),
        .sum(sum1),
        .carry(carry1)
    );
    half_adder_structural HA2(
        .a(sum1),
        .b(carry_in),
        .sum(sum),
        .carry(carry2)
    );
    or (carry_out, carry1, carry2);
endmodule
module half_adder_structural(
    input a,
    input b,
    output sum,
    output carry
);
    xor XOR1 (sum, a, b);  
    and AND1 (carry, a,b);
endmodule
module ripple_adder_4bit_structural(
    input [3:0] a,
    input [3:0] b,
    input carry_in,
    output [3:0] sum,
    output carry_out
);
    wire [2:0] c;
    full_adder_structural FA_STRUCT_0(
        .a(a[0]),
        .b(b[0]),
        .carry_in(carry_in),
        .sum(sum[0]),
        .carry_out(c[0])
    );
    full_adder_structural FA_STRUCT_1(
        .a(a[1]),
        .b(b[1]),
        .carry_in(c[0]),
        .sum(sum[1]),
        .carry_out(c[1])
    );
    full_adder_structural FA_STRUCT_2(
        .a(a[2]),
        .b(b[2]),
        .carry_in(c[1]),
        .sum(sum[2]),
        .carry_out(c[2])
    );
    full_adder_structural FA_STRUCT_3(
        .a(a[3]),
        .b(b[3]),
        .carry_in(c[2]),
        .sum(sum[3]),
        .carry_out(carry_out)
    );
endmodule
==> flow/run.sh <==
#!/bin/bash
# OpenROAD 26Q1-2900-gdf79404cd8, Yosys 0.63+post, stock flow scripts
make -C /OpenROAD-flow-scripts/flow DESIGN_CONFIG=/design/flow/config.mk WORK_HOME=/design/flow/orfs finish
==> flow/config.mk <==
export PLATFORM = sky130hd
export DESIGN_NAME = ripple_adder_4bit_structural
export DESIGN_NICKNAME = ripple_adder_4bit_structural
export VERILOG_FILES = /design/flow/design.v
export SDC_FILE = /design/flow/constraint.sdc
export NUM_CORES = 4
export LEC_CHECK = 1
export CORE_AREA = 10 10 70 70
export DIE_AREA = 0 0 80 80
==> flow/constraint.sdc <==
current_design ripple_adder_4bit_structural

set clk_period 5.0
set clk_io_pct 0.2

create_clock -name clk0 -period $clk_period

set non_clock_inputs [all_inputs -no_clocks]
set_input_delay [expr $clk_period * $clk_io_pct] -clock clk0 $non_clock_inputs
set_output_delay [expr $clk_period * $clk_io_pct] -clock clk0 [all_outputs]
==> flow_metrics.tcl <==
# place-and-route summary
set metrics [dict create \
    ff_count 0 \
    critPathMaxStageDelay_ns 0.46 \
    power_density_nw_per_um2 90.9 \
    fp-utilization_pct 4.32 \
    rsz0062_at_grt "false" \
    die_w_um 80 \
    cts_hold_buf 0 \
    combGateArea_sq_um 80.1 \
    rows 21 \
    wl_per_cell_um 6.07 \
    criticalPathCategory "in2out" \
    gr-usage-all-layers_pct 1.39 \
    hold_class "in2out" \
    drc 0 \
    pwr-share-seq_pct 0 \
    syn-cell-area_sq_um 148 \
    grt_overflow 0 \
    syn_inst 18 \
    seq_area_sq_um 0 \
    fillers 408 \
    pwr-share-comb_pct 100.0 \
    hold_violations 0 \
    power.share.switching_pct 28.3 \
    vdd_drop_max_uv 22.6 \
    final.period_utilization_pct 89.2 \
    fmax_mhz 224 \
    synth_cell_types 3 \
    nClkBuffers 0 \
    warning_count 32 \
    postCtsSetupRepairBufs 0 \
    drive_above_1_share_pct 0 \
    tns_ns 0 \
    num_vias 134 \
    syn2layout_area_growth_pct 114 \
    hold_depth 5 \
    clkPwrFrac_pct 0 \
    ant_nets 0 \
    tightestPinTransition_ns 0.105 \
    grt_pass1_vias 162 \
    dp_hpwl_um 450 \
    port_buffers 14 \
    cts_resized 0 \
    die_h_um 80 \
    crit_required_ns 4.00 \
    core_area_sq_um 3420 \
    grt_pass1_wl_um 710 \
    finalCriticalPeriod_ns 4.46 \
    wl_um 449 \
    finalSetupViolations 0 \
    maxCapViolCount 0 \
    drt_iter0_markers 0 \
    synth_warnings 0 \
    dieArea_sq_um 6400 \
    ys_area_sq_um 148 \
    cp-start-kind "primary input" \
    cp_data_arrival_time_ns 3.46 \
    p_leak_uw 0.000137 \
    p_switching_uw 8.12 \
    status "finished, final reports clean" \
    ys_seq_share_pct 0 \
    p_int_uw 20.5 \
    final_util_pct 9.23 \
    antenna_found_initial 0 \
    antenna_cells 0 \
    syn_avg_cell_area_sq_um 8.20 \
    viasPerCell 1.81 \
    worstPathMaxFanout 1 \
    relSlewSlack_pct 93.0 \
    yosys_cells 18 \
    finalMaxSlewViolations 0 \
    grt_max_degree 2 \
    drt-pass1-iter-count 1 \
    worstSetupEndpointType "primary output" \
    path_cells "clkdlybuf4s50_1, inv_1, fa_1, inv_1, fa_1, fa_1, inv_1, fa_1, inv_1, clkdlybuf4s50_1" \
    io_pins 14 \
    gp_routability_congestion 0.795 \
    crit_slowest_cell "clkdlybuf4s50_1" \
]
[cells in the final DEF (no fill, tap or decap)]
master	instances
clkdlybuf4s50_1	14
inv_1	10
fa_1	4
[final timing paths]
kind | from | slack, ns | to
min | b[3] | 3.05 | sum[3]
max | a[0] | 0.54 | sum[3]
[synth_stat cells (all sizes together)]
cell / instances / share of area [%]
inv: 10 / 25
buf: 4 / 20
fa: 4 / 54
[per-stage QoR]
| stage | worst slack (ns) | instances | cell area [sq um] | hold WS, ns | total power [uW] |
|---|---|---|---|---|---|
| floorplan | 1.42 | 18 | 148 | 2.22 | 13.7 |
| global placement | 0.538 | 74 | 315 | 3.04 | 29.0 |
| detailed placement | 0.504 | 74 | 315 | 3.06 | 29.6 |
| CTS | 0.489 | 74 | 315 | 3.07 | 29.8 |
| global route | 0.383 | 74 | 315 | 3.12 | 32.6 |
| finish | 0.541 | 74 | 315 | 3.05 | 28.7 |
[power groups by stage]
stage,combinational (uW),sequential (uW),clock [uW]
global route,32.6,0,0
finish,28.7,0,0
CTS,29.8,0,0
[layer usage]
| metal | global-route usage, % | part of all wire [%] | vias to the layer above |
|---|---|---|---|
| met5 | 0 | 0 | - |
| met4 | 0 | 0 | 0 |
| met3 | 0.795 | 18 | 0 |
| met2 | 1.77 | 25 | 14 |
| met1 | 2.07 | 57 | 60 |
| li1 | - | - | 60 |
[critical path, delay by kind of cell]
family     cells  cell delay (ns)
fa+ha+maj      4             1.34
buf+inv        6             1.12
[cell families (layout without fill, tap and decap cells)]
group / Yosys count / in the layout / synth area share, %
adder cells (fa/ha/maj): 4 / 4 / 54.2
buffers and inverters: 14 / 24 / 45.8
[final cells by class]
class              instances  area share (%)
repair buffers            14            44.4
multi-input cells          4            25.4
well taps                 46            18.3
inverters                 10            11.9
Power is estimated from default activity; no workload was simulated.
