--- design.v ---
module adders_tree(
    input [3:0] a,
    input [3:0] b,
    input [7:0] c,
    input [7:0] d,
    output [4:0] sum1,
    output [8:0] sum2,
    output [9:0] sum3
);
    assign sum1 = a+b;
    assign sum3 = sum1+sum2;
    assign sum2 = c+d;
endmodule
--- run.sh ---
#!/bin/bash
# OpenROAD 26Q1-2900-gdf79404cd8, Yosys 0.63+post, stock flow scripts
make -C /OpenROAD-flow-scripts/flow DESIGN_CONFIG=/design/flow/config.mk WORK_HOME=/design/flow/orfs finish
--- config.mk ---
export PLATFORM = sky130hd
export DESIGN_NAME = adders_tree
export DESIGN_NICKNAME = adders_tree
export VERILOG_FILES = /design/flow/design.v
export SDC_FILE = /design/flow/constraint.sdc
export NUM_CORES = 4
export LEC_CHECK = 1
export CORE_AREA = 10 10 83 83
export DIE_AREA = 0 0 93 93
--- constraint.sdc ---
current_design adders_tree

set clk_period 5.8
set clk_io_pct 0.2

create_clock -name clk0 -period $clk_period

set non_clock_inputs [all_inputs -no_clocks]
set_input_delay [expr $clk_period * $clk_io_pct] -clock clk0 $non_clock_inputs
set_output_delay [expr $clk_period * $clk_io_pct] -clock clk0 [all_outputs]
==> results.yml <==
# yosys + openroad results
run_status:
  outcome: "finished clean"
flow_run:
  cap_violations: 0
  tool_warnings: 32
sta:
  slew_viol_final: 0
  timing.final.ws_setup_ns: 0.2162
  max_slew_margin: 0.8166
  tightest_slew_ns: 0.2738
  finalSetupViolCount: 0
  rsz0062_at_grt: "no"
  fmax_mhz: 179.1
  finalSetupTns_ns: 0
  whs_ns: 3.375
  layout_min_cycle_time_ns: 5.584
  hold_viol: 0
  period_used_share: 0.9627
critical_path:
  worstPathMaxFanout: 4
  cp.arrival_ns: 4.42
  end_kind: "output pin"
  critPathKind: "in -> out"
  start_kind: "input pin"
  cp.required_ns: 4.64
logic_synthesis:
  ys_seq_share: 0
  synth_cell_types: 32
  ys_cells: 92
  syn_area_per_cell_um2: 8.446
  yosys_area_um2: 777.0
  netlist_instances: 92
  syn_area_um2: 777.0
  ys_warn_count: 0
routing:
  first_iter_violations: 24
  antenna_cells: 0
  route.detailed.drc: 0
  avgRoutedWirePerCell_um: 11.75
  vias: 791
  routed_wl_um: 2479
  drt_pre_antenna_iters: 3
  final_antenna_net_count: 0
  vias_per_cell: 3.749
grt:
  antenna_found_initial: 0
  grt_pass1_wl_um: 4050
  grt_max_degree: 6
  grt_pass1_vias: 881
  grt_usage: 0.05601
  overflow: 0
floorplan:
  die_h_um: 93
  die_x_um: 93
  num_rows: 26
  core_um2: 5140
  pin_count: 48
  dieArea_um2: 8649
  fp_util: 0.1512
hold_path:
  hold_class: "in -> out"
  min_path_cells: 3
layout:
  drive_gt1_frac: 0.09220
  seqCellArea_um2: 0
  design.seq.count: 0
  syn_to_final_growth_pct: 75.52
  nClkBuffers: 0
  num-fill-cells: 579
power_and_ir_drop:
  switching_share: 0.3675
  p_leak_nw: 0.5931
  seq_power_share: 0
  p_per_area_nw_per_um2: 175.9
  pwr-share-clk: 0
  peakVddDrop_mv: 0.05268
  power_switching_w: 0.00008813
  combinationalPowerShare: 1.000
  power.internal_w: 0.0001517
clock_tree:
  cts_resized: 0
  holdBufCountCts: 0
  post_cts_buffers: 0
place:
  place_ws_ns: 0.1018
  port_buffers: 48
  dp_hpwl_um: 2382
  place_congestion: 0.7767
## critical path: stages
cell,delay (ns)
clkdlybuf4s50_1,0.40
ha_1,0.23
fa_2,0.35
a21o_1,0.21
a21oi_2,0.14
xnor2_1,0.15
ha_1,0.31
and3_4,0.18
o211ai_1,0.08
o31ai_1,0.09
a211o_1,0.30
o2111ai_2,0.18
xnor2_1,0.14
clkdlybuf4s50_1,0.49
## power groups by stage
stage | registers [W] | logic [W] | clock network (W)
after CTS | 0 | 0.000244 | 0
after global routing | 0 | 0.000267 | 0
final | 0 | 0.000240 | 0
## cells by family after synthesis
group | Yosys count | synth area share
buf+inv | 9 | 0.04349
simple gates | 21 | 0.1594
xor+xnor | 14 | 0.1868
fa+ha+maj | 20 | 0.3510
compound gates | 28 | 0.2593
## placed cells by master (no fill, tap or decap), types with 3 or more instances in the layout
| master | netlist | layout |
|---|---|---|
| clkdlybuf4s50_1 | 0 | 48 |
| ha_1 | 17 | 17 |
| a21oi_1 | 10 | 9 |
| inv_1 | 7 | 7 |
| xnor2_1 | 7 | 7 |
| a21o_1 | 5 | 5 |
| xor2_1 | 4 | 4 |
| nand3_1 | 4 | 4 |
| nand2_1 | 4 | 4 |
| nor2_1 | 3 | 3 |
## metal layers
metal  up-vias  GRT usage  routed length (um)
li1        437          -                   -
met1       338    0.06483                1042
met2        16     0.1116                1348
met3         0   0.007270                  88
met4         0          0                   0
met5         -          0                   0
## metrics by stage
step / instances / total power [W] / util / area, um2
4_1_cts: 211 / 0.0002436 / 0.2631 / 1353
2_1_floorplan: 92 / 0.0001070 / - / 777.0
6_report: 211 / 0.0002398 / 0.2653 / 1364
5_1_grt: 211 / 0.0002668 / 0.2653 / 1364
3_5_place_dp: 211 / 0.0002431 / 0.2631 / 1353
3_3_place_gp: 211 / 0.0002423 / 0.2631 / 1353
## cell usage after synthesis
| cell type | number | area share |
|---|---|---|
| xor2_2 | 1 | 0.021 |
| a21o_1 | 5 | 0.048 |
| a2111o_1 | 1 | 0.014 |
| o21ai_1 | 2 | 0.013 |
| and3_1 | 3 | 0.024 |
| o211ai_1 | 1 | 0.0097 |
| nand4_1 | 1 | 0.0081 |
| or2_4 | 1 | 0.011 |
| nor3_2 | 1 | 0.013 |
| nor2_1 | 3 | 0.014 |
| a21oi_1 | 10 | 0.064 |
| and4bb_1 | 1 | 0.016 |
| inv_1 | 7 | 0.034 |
| xnor2_1 | 7 | 0.079 |
| xnor2_2 | 2 | 0.042 |
| o22ai_1 | 1 | 0.0081 |
| nand3_1 | 4 | 0.026 |
| o21ai_0 | 1 | 0.0064 |
| and3b_1 | 1 | 0.011 |
| o2111ai_2 | 1 | 0.019 |
| o21a_1 | 1 | 0.0097 |
| o21bai_1 | 2 | 0.019 |
| fa_1 | 3 | 0.077 |
| xor2_1 | 4 | 0.045 |
| ha_1 | 17 | 0.27 |
| o31ai_1 | 1 | 0.0097 |
| nand2_1 | 4 | 0.019 |
| nor3b_1 | 1 | 0.0097 |
| a211oi_4 | 1 | 0.026 |
| inv_2 | 2 | 0.0097 |
| nor3_1 | 1 | 0.0064 |
| a211o_1 | 1 | 0.011 |
## final timing paths
kind / slack (ns) / from / end
setup / recovery: 0.22 / c[0] / sum3[8]
hold / removal: 3.37 / d[0] / sum2[0]
## final cells by class
class | instances | area (um2) | area share
multi-input cells | 83 | 754.5 | 0.5532
well taps | 70 | 87.58 | 0.06422
inverters | 9 | 33.78 | 0.02477
repair buffers | 49 | 488.0 | 0.3578
Power figures rest on the tool's default switching activity, not on a simulated workload.
