==> design/flow/run.sh <==
#!/bin/bash
# OpenROAD 26Q1-2900-gdf79404cd8, Yosys 0.63+post, stock flow scripts
make -C /OpenROAD-flow-scripts/flow DESIGN_CONFIG=/design/flow/config.mk WORK_HOME=/design/flow/orfs finish
==> design/flow/config.mk <==
export PLATFORM = sky130hd
export DESIGN_NAME = tree_adder_procedural
export DESIGN_NICKNAME = tree_adder_procedural
export VERILOG_FILES = /design/flow/design.v
export SDC_FILE = /design/flow/constraint.sdc
export NUM_CORES = 4
export LEC_CHECK = 1
export CORE_AREA = 10 10 73 73
export DIE_AREA = 0 0 83 83
==> design/flow/constraint.sdc <==
current_design tree_adder_procedural

set clk_period 5.8
set clk_io_pct 0.2

create_clock -name clk0 -period $clk_period

set non_clock_inputs [all_inputs -no_clocks]
set_input_delay [expr $clk_period * $clk_io_pct] -clock clk0 $non_clock_inputs
set_output_delay [expr $clk_period * $clk_io_pct] -clock clk0 [all_outputs]
==> design/flow/design.v <==
module tree_adder_procedural(
    input [3:0] a,
    input [3:0] b,
    input [7:0] c,
    input [7:0] d,
    output reg [4:0] sum1,
    output reg [8:0] sum2,
    output reg [9:0] sum3
);
    always @(a or b) begin
        sum1 = a+b;
    end
    always @(c or d) begin
        sum2 = c+d;
    end
    always @(*) begin
        sum3 = sum1+sum2;
    end
endmodule
==> run summary <==
Outcome -> finished clean
Required arrival time at the worst endpoint -> 4.64 ns
Warning total across the stage logs -> 32
Count of vias placed by the detailed router -> 848
Worst vdd ir -> 0.0875 mV
Placed insts -> 189
Final HPWL from detailed placement -> 2160 um
Final setup viols -> 0
Post-Route Hold Slack -> 3.38 ns
Number of buffers added on ports -> 48
Non-filler cells in the finished layout -> 190
Crit path largest cell delay -> 0.48 ns
CP cell instances -> clkdlybuf4s50_1 -> ha_1 -> fa_1 -> a21o_1 -> a21oi_1 -> xnor2_1 -> ha_1 -> and3_1 -> and4bb_1 -> a211o_1 -> o2111ai_2 -> xnor2_1 -> clkdlybuf4s50_1
Placer Congestion -> 0.802
Total power consumption of the routed design -> 241 uW
Start point of the worst min-delay path -> d[0]
Mean Syn Cell Area -> 8.45 um2
Tot GR Track Use -> 6.39%
Leakage dissipation -> 0.600 nW
Pre-Repair DR Iteration Count -> 4
Vias per inst -> 4.46
Time the worst path needs with I/O delays and setup -> 5.61 ns
Worst min-delay path category -> in2out
Number of endpoints with negative hold slack in the final report -> 0
Final routed wire length divided by cell count -> 12.5 um
WHS Endpoint -> sum2[0]
Drt drc -> 0
Crit path max-delay cell type -> clkdlybuf4s50_1
Die width -> 83 um
Maximum clock frequency -> 178 MHz
Crit Path Class -> in2out
Total number of placement rows -> 22
Clock buffer instance count of the final layout -> 0
Largest net degree at the start of global routing -> 6
Yosys-reported design area after synthesis -> 777 um2
Setup total negative slack -> 0 ns
Count of routing violations after the opening detailed-route iteration -> 15
Number of global-route vias before repair -> 850
Number of pins with negative max-slew slack in the final report -> 0
Final core area utilization -> 35.6%
Tightest slew margin relative to the limit -> 76.8%
Sum of routed wire length over all layers -> 2380 um
Total die size -> 6890 um2
Top fanout value on the critical path -> 3
CP arrival -> 4.45 ns
Effective utilization at floorplan -> 20.8%
Top library cells by usage in the layout, fill and taps aside -> clkdlybuf4s50_1 (48), ha_1 (17), a21oi_1 (10), inv_1 (7), xnor2_1 (7)
Count of unique library cells instantiated by Yosys -> 32
Measured slew at the worst slew-check pin -> 0.346 ns
Overflow left after global routing -> 0
Residual antenna-violating net count after detailed routing -> 0
RSZ-0062 raised after global routing -> false
Pwr per Cell Area -> 181 nW/um2
Number of max-capacitance violations reported -> 0
Synthesis warning total -> 1
Count of cells along the worst hold path -> 3
Count of mapped cells out of synthesis -> 92
Area of the core -> 3740 um2
Register area share after synthesis -> 0%
Number of I/O pins -> 48
Wire length of the first global-routing pass -> 3950 um
CTS-repair resized insts -> 0
CP Launch Type -> input port
Die y size -> 83 um
Seq. cell area -> 0 um2
Post-layout period usage -> 96.8%
Cell total in the yosys stat output -> 92
Synthesis-to-finish area growth -> 71.5%
Mapped Area -> 777 um2
Number of antenna violations at the first check in global routing -> 0
Fraction of final layout cells sized beyond drive strength 1 -> 7.75%
Flip-flops -> 0
Most common logic cell in the routed design -> clkdlybuf4s50_1
Endpoint class of the critical path -> output pin
Number of antenna cells inserted -> 0
[stage by stage]
stage / setup WS, ns / cell area (um2)
after floorplan: 1.17 / 777
after global placement: 0.160 / 1330
after detailed placement: 0.122 / 1330
after CTS: 0.103 / 1330
after global routing: 0.0507 / 1330
final: 0.186 / 1330
[repair_timing]
item,CTS,global route
hold buffers,0,0
buffers inserted,0,1
endpoints found under the setup margin,0,2
[how the worst max path moves through the flow]
| stage | startpoint | endpoint | slack [ns] | cells past startpoint |
|---|---|---|---|---|
| 5_1_grt | c[1] | sum3[6] | 0.05 | 13 |
| 6_report | c[0] | sum3[8] | 0.19 | 13 |
| 4_1_cts | c[0] | sum3[8] | 0.10 | 13 |
[power by group]
group	switching, mW	leakage [nW]	internal, mW
logic	0.0888	0.600	0.152
clock network	0	0	0
registers	0	0	0
[metal layers]
metal	routed length (um)	up-vias	track usage, %
met5	0	-	0
met4	34	0	0.769
met3	194	2	1.87
met2	880	37	8.59
met1	1270	371	9.81
li1	-	438	-
[cells in the mapped netlist (3+ instances only)]
cell     instances  share of area, %
ha_1            17                27
a21oi_1         10               6.4
inv_1            7               3.4
xnor2_1          7               7.9
a21o_1           5               4.8
nand2_1          4               1.9
nand3_1          4               2.6
xor2_1           4               4.5
and3_1           3               2.4
fa_1             3               7.7
nor2_1           3               1.4
[kinds of logic after synthesis]
group	after synthesis	synth area share, %
AOI/OAI and AO/OA	28	25.9
xor gates and xnor gates	14	18.7
adders and majority gates	20	35.1
buffers and inverters	9	4.35
and+or+nand+nor	21	15.9
[cell type report]
class / count / area [um2]
repair buffers: 50 / 495
multi-input cells: 83 / 743
well taps: 48 / 60.1
fillers: 394 / 2410
inverters: 9 / 33.8
[critical path, delay by kind of cell]
kind / cells / cell delay, ns
AOI/OAI and AO/OA: 4 / 0.86
xor gates and xnor gates: 2 / 0.30
adders and majority gates: 3 / 0.90
buffers and inverters: 2 / 0.88
and+or+nand+nor: 2 / 0.35
Power and IR drop assume default switching activity.
